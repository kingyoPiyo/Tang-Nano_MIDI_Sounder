--- flow/design.v ---
module UART_Rx (
    input   wire            i_clk,
    input   wire            i_res_n,
    input   wire    [15:0]  i_baud,    
    input   wire            i_rx_pin,
    output  reg             o_rxDone,
    output  reg     [ 7:0]  o_rxData
    );
    reg [ 7:0]  r_rxBuf;
    reg [ 1:0]  r_stbit;
    reg [ 7:0]  r_bitCounter;
    reg [15:0]  r_baud_cnt;
    wire        w_serial_clk;
    always @(posedge i_clk or negedge i_res_n) begin
        if (~i_res_n) begin
            r_baud_cnt <= 16'h0000;
        end else begin
            if (w_serial_clk) begin
                r_baud_cnt <= 16'h0000;
            end else begin
                r_baud_cnt <= r_baud_cnt + 16'h0001;
            end
        end
    end
    assign  w_serial_clk = (r_baud_cnt == i_baud);
    always @(posedge i_clk or negedge i_res_n) begin
        if (~i_res_n) begin
            o_rxDone <= 1'b0;
            o_rxData <= 8'd0;
            r_rxBuf <= 8'd0;
            r_stbit <= 2'b11;
            r_bitCounter <= 8'd0;
        end else if (o_rxDone) begin
            o_rxDone <= 0;
        end else if (w_serial_clk) begin
            case (r_bitCounter)
                0 : begin
                    r_stbit[1:0] <= {r_stbit[0], i_rx_pin};
                    if (r_stbit == 2'b10) begin
                        r_bitCounter <= 1;
                    end
                end
                4 : begin
                    if (~i_rx_pin) begin
                        r_bitCounter <= r_bitCounter + 8'd1;
                    end else begin
                        r_stbit <= 2'b11;
                        r_bitCounter <= 0;
                    end
                end
                12,20,28,36,44,52,60,68 : begin
                    r_bitCounter <= r_bitCounter + 8'd1;
                    r_rxBuf <= {i_rx_pin, r_rxBuf[7:1]};
                end
                76 : begin
                    r_bitCounter <= 0;
                    r_stbit <= 2'b11;
                    o_rxData <= r_rxBuf;
                    o_rxDone <= 1;
                end
                default : begin
                    r_bitCounter <= r_bitCounter + 8'd1;
                end
            endcase
        end
    end
endmodule
--- flow/config.mk ---
export PLATFORM = sky130hd
export DESIGN_NAME = UART_Rx
export DESIGN_NICKNAME = UART_Rx
export VERILOG_FILES = /design/flow/design.v
export SDC_FILE = /design/flow/constraint.sdc
export NUM_CORES = 4
export LEC_CHECK = 1
export CORE_UTILIZATION = 30
--- flow/constraint.sdc ---
current_design UART_Rx

set clk_period 3.8
set clk_io_pct 0.2

create_clock -name clk0 -period $clk_period [get_ports {i_clk}]

set non_clock_inputs [all_inputs -no_clocks]
set_input_delay [expr $clk_period * $clk_io_pct] -clock clk0 $non_clock_inputs
set_output_delay [expr $clk_period * $clk_io_pct] -clock clk0 [all_outputs]
--- flow/run.sh ---
#!/bin/bash
# OpenROAD 26Q1-2900-gdf79404cd8, Yosys 0.63+post, stock flow scripts
make -C /OpenROAD-flow-scripts/flow DESIGN_CONFIG=/design/flow/config.mk WORK_HOME=/design/flow/orfs finish
==> impl_metrics.ini <==
; yosys + openroad results
[outcome]
status = finished, final reports clean

[setup_path]
path_max_fanout = 8
endpoint_kind = flop
critPathArrivalTime_ns = 2.93
startpoint_type = input port
critPathRequiredTime_ns = 3.98
worstSetupPathType = in2reg

[global_route]
grt_use_total_pct = 11.4
antenna_found_initial = 0
grt-ovfl-total = 0
grt_max_degree = 44
grt_pass1_vias = 1444
grt_pass1_wl_um = 6820

[pwr]
internal-power_mw = 0.790
p_sw_mw = 0.218
ir_drop_v = 0.000147
switching_share_pct = 21.6
power_density_nw_per_um2 = 370
p_leak_nw = 1.14
combinationalPowerShare_pct = 9.4
clockPowerShare_pct = 40.6
power_frac_seq_pct = 50.0

[logic_synthesis]
yosysWarnings = 1
yosysTopAreaCellShare_pct = 46.1
synthTopCellsByArea = dfrtp_1, xnor2_1, mux2_2
ys_cells = 205
yosys.area.top_type = dfrtp_1
postSynthCellCount = 205
numSynthFlops = 43
async_flop_share_pct = 100
synth_area_sq_um = 2230
ys_types = 38
edf_count = 0
ys_area_sq_um = 2230
flop_cell = dfrtp_1
synth.avg_cell_area_sq_um = 10.9
synth_seq_share_pct = 48.4

[hold_path]
hold_class = reg2reg

[clock_network]
cts_setup_buffers = 0
cts_buffers = 5
cts_buffer_depth = 2
htreeDepth = 2
clk_latency_ns = 0.29
cts_tree = built
cts-root-buf = clkbuf_8
cts.sinks = 43
path_clk_slew_ns = 0.08
hold_buffers = 0
cts_resized = 0

[floorplan]
die_h_um = 88.2
rows = 31
die_x_um = 88.2
chip_area_sq_um = 7770
ioPinCount = 28
initial_core_util_pct = 30.9
core_area_sq_um = 7210

[route]
num_vias = 1528
wl_um = 3980
drt_iter0_drc = 63
detail-route-antenna-nets = 0
first_pass_iters = 4
drc = 0
vias_per_cell = 4.60
antenna-diode-count = 0
post_drt_wl_per_cell_um = 12.0

[timing]
fmax_ghz = 0.363
setup_viol = 0
relSlewSlack_pct = 58.8
hold_viol_final = 0
post-route-period-util_pct = 72.5
slew_viol_final = 0
finalCriticalPeriod_ns = 2.75
rsz0062_at_grt = no
worst_clock_skew_ns = 0.00380
final.setup.tns_ns = 0
worst_pin_slew_ns = 0.616

[finish]
comb_area_sq_um = 1080
area_growth_pct = 22.2
final_cell_count_no_fill = 332
fill_cells = 722
seqCellArea_sq_um = 1080
drive_gt1_share_pct = 14.2

[flow_run]
cap_violations = 0
warnings = 26

[place]
place_hpwl_um = 2830
finalWeightedCongestion = 0.841
port_buffers = 27
placed_cells = 324
-- cells in the final DEF (no fill, tap or decap), types with 3 or more instances in the layout --
cell,count
a21oi_1,3
a31oi_1,4
and3_1,3
and4_1,3
clkbuf_8,5
clkdlybuf4s50_1,26
dfrtp_1,41
ha_1,3
inv_1,7
mux2_2,16
nand2_1,13
nand3_1,8
nand3b_1,3
nand4_1,7
nor2_1,19
nor3_1,6
o211ai_1,3
o2bb2ai_1,3
or3_1,3
xnor2_1,24
xor2_1,8
-- power by group through the flow --
stage / clock network [mW] / registers (mW) / logic (mW)
finish: 0.409 / 0.504 / 0.0946
global route: 0.444 / 0.508 / 0.105
CTS: 0.424 / 0.504 / 0.0972
-- per-layer routing --
metal	wire [um]	global-route usage, %
met5	0	0
met2	1760	17.3
met3	197	2.00
met1	2000	18.1
met4	34	1.61
-- sequential cells by signal, indices dropped and copies added (netlist names) --
register,count
r_baud_cnt,16
o_rxData,8
r_bitCounter,8
r_rxBuf,8
r_stbit,2
o_rxDone,1
-- synthesized netlist by cell type, types with 2 or more instances --
cell       count
dfstp_2        2
mux2i_1        2
or3_1          3
nor3_1         6
buf_2          4
xor2_1         8
o21ai_0        2
nand2_1       13
ha_1           3
and4_1         3
nand4_1        7
nor4_2         2
inv_1          7
nor2b_1        2
mux2_2        16
nor2_1        19
and3_1         3
xnor2_1       24
clkbuf_1       2
a31oi_1        4
o2bb2ai_1      3
dfrtp_1       41
nand3b_1       3
nand3_1        8
o211ai_1       3
a21oi_1        3
-- worst paths after layout --
path | to | slack, ns | cells after the start | start
worst max-delay path | r_rxBuf[5] | 1.05 | 6 | i_baud[3]
worst min-delay path | r_bitCounter[7] | 0.49 | 1 | r_bitCounter[7]
worst max register to register | r_rxBuf[5] | 1.50 | 5 | r_baud_cnt[3]
worst min register to register | r_bitCounter[7] | 0.49 | 1 | r_bitCounter[7]
max in group asynchronous | r_stbit[0] | 2.90 | 2 | i_res_n
min in group asynchronous | r_baud_cnt[13] | 0.53 | 2 | i_res_n
-- stage by stage --
step | cell area [sq um] | hold slack, ns | utilization [%] | total power [mW] | setup WS (ns)
after floorplan | 2230 | 0.451 | - | 0.562 | 1.58
after global placement | 2590 | 0.479 | 35.9 | 0.609 | 0.703
after detailed placement | 2590 | 0.484 | 35.9 | 0.609 | 0.708
after CTS | 2720 | 0.500 | 37.7 | 1.03 | 1.02
after global routing | 2720 | 0.524 | 37.7 | 1.06 | 0.934
final | 2720 | 0.493 | 37.7 | 1.01 | 1.05
-- critical path: stages --
cell and delay [ns]:
clkdlybuf4s50_1 0.41, xnor2_1 0.27, nand4_1 0.18, nor4_4 0.32
nor4b_4 0.57, mux2_2 0.40
-- logic make-up after synthesis --
logic type               after synthesis  synth area share [%]
multiplexers                          18                  8.99
adder cells (fa/ha/maj)                3                  1.69
buffers and inverters                 16                  3.43
flip-flops                            43                  48.4
AND/OR/NAND/NOR                       75                  19.0
XOR/XNOR                              32                  12.6
AND-OR/OR-AND                         18                  5.90
-- layout make-up --
| type | instances | area share, % |
|---|---|---|
| clock buffer | 6 | 2.67 |
| clock inverter | 2 | 2.21 |
| inverter | 7 | 0.965 |
| multi-input combinational | 146 | 39.7 |
| sequential | 43 | 39.6 |
| tap | 99 | 4.55 |
| timing repair buffer | 29 | 10.3 |
Power is estimated from default activity; no workload was simulated.
