<file path="flow/design.v">
module NoteNumTable (
    input   wire    [ 6:0]  i_notenum,
    output  wire    [23:0]  o_val
    );
    assign o_val[23:0] = accTable( i_notenum );
    function [23:0] accTable;
        input   [6:0]   notenum;
        begin
            case (notenum)
                0: accTable = 24'h0003CF;
                1: accTable = 24'h000409;
                2: accTable = 24'h000447;
                3: accTable = 24'h000488;
                4: accTable = 24'h0004CD;
                5: accTable = 24'h000516;
                6: accTable = 24'h000563;
                7: accTable = 24'h0005B5;
                8: accTable = 24'h00060C;
                9: accTable = 24'h000668;
                10: accTable = 24'h0006CA;
                11: accTable = 24'h000731;
                12: accTable = 24'h00079F;
                13: accTable = 24'h000813;
                14: accTable = 24'h00088E;
                15: accTable = 24'h000910;
                16: accTable = 24'h00099A;
                17: accTable = 24'h000A2C;
                18: accTable = 24'h000AC7;
                19: accTable = 24'h000B6B;
                20: accTable = 24'h000C19;
                21: accTable = 24'h000CD1;
                22: accTable = 24'h000D94;
                23: accTable = 24'h000E63;
                24: accTable = 24'h000F3E;
                25: accTable = 24'h001026;
                26: accTable = 24'h00111B;
                27: accTable = 24'h001220;
                28: accTable = 24'h001334;
                29: accTable = 24'h001458;
                30: accTable = 24'h00158E;
                31: accTable = 24'h0016D6;
                32: accTable = 24'h001831;
                33: accTable = 24'h0019A2;
                34: accTable = 24'h001B28;
                35: accTable = 24'h001CC5;
                36: accTable = 24'h001E7B;
                37: accTable = 24'h00204B;
                38: accTable = 24'h002237;
                39: accTable = 24'h002440;
                40: accTable = 24'h002668;
                41: accTable = 24'h0028B0;
                42: accTable = 24'h002B1C;
                43: accTable = 24'h002DAC;
                44: accTable = 24'h003063;
                45: accTable = 24'h003344;
                46: accTable = 24'h003650;
                47: accTable = 24'h00398B;
                48: accTable = 24'h003CF7;
                49: accTable = 24'h004097;
                50: accTable = 24'h00446E;
                51: accTable = 24'h00487F;
                52: accTable = 24'h004CCF;
                53: accTable = 24'h005160;
                54: accTable = 24'h005637;
                55: accTable = 24'h005B57;
                56: accTable = 24'h0060C6;
                57: accTable = 24'h006687;
                58: accTable = 24'h006CA0;
                59: accTable = 24'h007315;
                60: accTable = 24'h0079ED;
                61: accTable = 24'h00812D;
                62: accTable = 24'h0088DC;
                63: accTable = 24'h0090FF;
                64: accTable = 24'h00999E;
                65: accTable = 24'h00A2C1;
                66: accTable = 24'h00AC6E;
                67: accTable = 24'h00B6AF;
                68: accTable = 24'h00C18C;
                69: accTable = 24'h00CD0E;
                70: accTable = 24'h00D940;
                71: accTable = 24'h00E62B;
                72: accTable = 24'h00F3DA;
                73: accTable = 24'h01025A;
                74: accTable = 24'h0111B7;
                75: accTable = 24'h0121FE;
                76: accTable = 24'h01333C;
                77: accTable = 24'h014581;
                78: accTable = 24'h0158DC;
                79: accTable = 24'h016D5E;
                80: accTable = 24'h018318;
                81: accTable = 24'h019A1C;
                82: accTable = 24'h01B27F;
                83: accTable = 24'h01CC55;
                84: accTable = 24'h01E7B5;
                85: accTable = 24'h0204B5;
                86: accTable = 24'h02236E;
                87: accTable = 24'h0243FC;
                88: accTable = 24'h026678;
                89: accTable = 24'h028B02;
                90: accTable = 24'h02B1B8;
                91: accTable = 24'h02DABC;
                92: accTable = 24'h03062F;
                93: accTable = 24'h033438;
                94: accTable = 24'h0364FE;
                95: accTable = 24'h0398AA;
                96: accTable = 24'h03CF69;
                97: accTable = 24'h040969;
                98: accTable = 24'h0446DD;
                99: accTable = 24'h0487F7;
                100: accTable = 24'h04CCF1;
                101: accTable = 24'h051604;
                102: accTable = 24'h056370;
                103: accTable = 24'h05B577;
                104: accTable = 24'h060C5E;
                105: accTable = 24'h066870;
                106: accTable = 24'h06C9FC;
                107: accTable = 24'h073155;
                108: accTable = 24'h079ED2;
                109: accTable = 24'h0812D3;
                110: accTable = 24'h088DB9;
                111: accTable = 24'h090FEE;
                112: accTable = 24'h0999E2;
                113: accTable = 24'h0A2C09;
                114: accTable = 24'h0AC6E1;
                115: accTable = 24'h0B6AEE;
                116: accTable = 24'h0C18BC;
                117: accTable = 24'h0CD0E1;
                118: accTable = 24'h0D93F8;
                119: accTable = 24'h0E62A9;
                120: accTable = 24'h0F3DA5;
                121: accTable = 24'h1025A6;
                122: accTable = 24'h111B72;
                123: accTable = 24'h121FDD;
                124: accTable = 24'h1333C3;
                125: accTable = 24'h145812;
                126: accTable = 24'h158DC2;
                127: accTable = 24'h16D5DC;
            endcase
        end
    endfunction
endmodule
</file>
<file path="flow/run.sh">
#!/bin/bash
# OpenROAD 26Q1-2900-gdf79404cd8, Yosys 0.63+post, stock flow scripts
make -C /OpenROAD-flow-scripts/flow DESIGN_CONFIG=/design/flow/config.mk WORK_HOME=/design/flow/orfs finish
</file>
<file path="flow/config.mk">
export PLATFORM = sky130hd
export DESIGN_NAME = NoteNumTable
export DESIGN_NICKNAME = NoteNumTable
export VERILOG_FILES = /design/flow/design.v
export SDC_FILE = /design/flow/constraint.sdc
export NUM_CORES = 4
export LEC_CHECK = 1
export CORE_UTILIZATION = 40
</file>
<file path="flow/constraint.sdc">
current_design NoteNumTable

set clk_period 3.1
set clk_io_pct 0.2

create_clock -name clk0 -period $clk_period

set non_clock_inputs [all_inputs -no_clocks]
set_input_delay [expr $clk_period * $clk_io_pct] -clock clk0 $non_clock_inputs
set_output_delay [expr $clk_period * $clk_io_pct] -clock clk0 [all_outputs]
</file>
==> impl_metrics.yaml <==
# synthesis and place-and-route metrics
drt:
  wl_met3_um: 2300
  num_antenna_cells: 0
  wirelength_um: 15700
  vias_per_cell: 6.70
  antenna_left: 0
  vias: 4591
  routed-wl-met2_um: 6590
  drc: 0
  wl_met1_um: 5960
  dr.pass1.iters: 25
  wl_per_cell_um: 23.0
  top_layer: "met4"
  drt_iter0_drc: 478
worst_setup_path:
  critPathRequiredTime_ns: 2.48
  crit_fanout: 5
  cp_slowest_cell: "clkdlybuf4s50_1"
  cp.arrival_ns: 2.51
  crit_chain: "buf_4, inv_4, ha_4, and2b_4, buf_6, nor3_1, a21oi_1, o21ai_1, a21oi_1, clkdlybuf4s50_1"
  worstSetupPathType: "primary input to primary output"
  cp-start-kind: "primary input"
  crit_top_cell: "a21oi_1"
  max_stage_delay_ns: 0.48
  cp-end-kind: "primary output"
final_timing:
  setup_violations: 3
  fin_tns_setup_ns: -0.0526
  fmax_ghz: 0.320
  fin_crit_ns: 3.13
  rsz0062_at_grt: "yes"
  finalCritPeriodShare: 1.01
  finalHoldViolations: 0
  setup_slack_ns: -0.0283
  hold_slack_ns: 1.91
  finalMaxSlewViolations: 0
power:
  p_leak_uw: 0.00208
  power-per-cell-area_nw_per_um2: 171
  peakVddDrop_uv: 100
grt:
  antenna_found_initial: 0
  grt_use_total: 0.420
  overflow: 0
  grt_pass1_vias: 4125
  grt_pass1_wl_um: 22800
  grt_max_degree: 30
synthesis:
  syn_avg_cell_area_um2: 5.96
  netlist_instances: 457
  synth_area_um2: 2720
  synth.largest_area_cell: "o21ai_0"
  yosysWarnings: 1
  ys_types: 59
  top_cells_by_area: "o21ai_0 (8.5%), nand2_1 (7.2%), a21oi_1 (6.8%), nor2_1 (5.6%), ha_1 (5.5%)"
  synth.top_cell.area_share: 0.0845
  ys_area_um2: 2720
  yosys_cells: 457
  postSynthSeqShare: 0
placed_design:
  dp_slack_ns: -0.750
  dp.cells: 673
  gp_congestion: 1.03
  place_hpwl_um: 11200
  port_buffers: 28
floorplanning:
  die_area_um2: 7140
  fp_util: 0.422
  pin_count: 31
  num_rows: 29
  core-area_um2: 6460
  die_x_um: 84.5
  die.size.y_um: 84.5
status:
  violations: "setup timing"
  outcome: "finished with violations"
layout:
  nClkBuffers: 0
  design.seq.count: 0
  final_cell_count_no_fill: 685
  fin_util: 0.740
  regArea_um2: 0
  drive_gt1_frac: 0.433
  syn_to_final_growth_pct: 75.4
clock_tree:
  holdBufCountCts: 0
run:
  warnings: 43
  maxCapViolCount: 0
hold_path:
  min_path_type: "primary input to primary output"
==> Yosys cell counts, drive strengths merged, types with 3 or more instances <==
| cell | count |
|---|---|
| and2 | 6 |
| nor2b | 15 |
| nor3 | 23 |
| or2 | 5 |
| o311ai | 6 |
| mux4 | 3 |
| a211oi | 10 |
| a221oi | 3 |
| mux2i | 9 |
| a31oi | 8 |
| nand4 | 4 |
| buf | 38 |
| nor2 | 42 |
| inv | 9 |
| ha | 12 |
| o31ai | 4 |
| o21ai | 47 |
| a211o | 7 |
| nand2 | 52 |
| nand3 | 17 |
| o211ai | 13 |
| clkbuf | 15 |
| o22ai | 7 |
| a21oi | 37 |
| nand2b | 15 |
| o2bb2ai | 3 |
| a32oi | 4 |
| a22oi | 6 |
| a311oi | 7 |
==> cells in the final DEF, fill, tap and decap left out, drive strengths merged, types with 4 or more instances in the layout <==
master	count
o21ai	47
a31oi	8
a32oi	4
a211oi	10
o211ai	13
nand4	4
inv	9
nor3	23
a22oi	6
nand2b	15
clkdlybuf4s50	11
nor2	42
nand2	52
o22ai	7
a311oi	7
ha	12
nand3	17
a21oi	37
dlymetal6s2s	6
buf	178
dlygate4sd2	6
nor2b	15
mux2i	9
and2	6
or2	5
o311ai	6
a211o	7
o31ai	4
==> critical path, delay by kind of cell <==
family                     cells  cell delay, ns
AOI/OAI and AO/OA              3            0.50
adders and majority gates      1            0.22
buffers and inverters          4            0.82
and+or+nand+nor                2            0.35
==> stage by stage <==
step	power (uW)	instance area (um2)
after floorplan	326	2740
after global placement	678	4130
after detailed placement	675	4130
after CTS	728	4460
after global routing	861	4780
final	818	4780
==> report_power, final <==
| group | switching, uW | total (uW) | internal (uW) |
|---|---|---|---|
| Combinational | 421 | 818 | 397 |
| Sequential | 0 | 0 | 0 |
| Clock | 0 | 0 | 0 |
| Total | 421 | 818 | 397 |
==> worst paths after layout <==
check | to | slack (ns) | start | cells after the start
hold / removal | o_val[10] | 1.91 | i_notenum[3] | 5
setup / recovery | o_val[16] | -0.03 | i_notenum[1] | 10
==> kinds of logic (layout without fill, tap and decap cells) <==
| kind of cell | count (synthesis) | after routing | synth area share |
|---|---|---|---|
| buffers and inverters | 62 | 211 | 0.111 |
| other | 1 | 3 | 0.00138 |
| muxes | 12 | 12 | 0.0579 |
| adders and majority gates | 12 | 12 | 0.0551 |
| and+or+nand+nor | 186 | 186 | 0.327 |
| AOI/OAI and AO/OA | 183 | 183 | 0.445 |
| xor gates and xnor gates | 1 | 1 | 0.00322 |
==> layout make-up <==
cell class / instances / area [um2]
fillers: 472 / 1680
inverters: 9 / 36.3
multi-input cells: 397 / 2900
well taps: 77 / 96.3
repair buffers: 202 / 1750
==> routing by layer <==
metal,track usage,up-vias
li1,-,2020
met1,0.585,2085
met2,0.630,388
met3,0.108,98
met4,0.157,0
met5,0,-
==> repair_timing <==
action | 4_1_cts | 5_1_grt
endpoints found under the hold margin | 0 | 0
cloned | 1 | 0
setup buffers | 7 | 4
resized | 89 | 69
setup endpoints to repair | 20 | 18
pin swaps | 20 | 26
No activity file was given, so power comes from the tool's default toggle rates.
