### design.v
module LCD_Controller (
    input   wire            i_clk,
    input   wire            i_res_n,
    input   wire            i_note_en,
    input   wire    [ 6:0]  i_note_num,
    output  wire            o_clk,
    output  reg             o_hsync,
    output  reg             o_vsync,
    output  reg             o_de,
    output  reg     [ 9:0]  o_x_cnt,
    output  reg     [ 8:0]  o_y_cnt,
    output  reg     [15:0]  o_lcd_data
    );
    localparam DispHPeriodTime  = 531;
    localparam DispWidth        = 480;
    localparam DispHBackPorch   = 43;
    localparam DispHFrontPorch  = 8;
    localparam DispHPulseWidth  = 1;
    localparam DispVPeriodTime  = 288;
    localparam DispHeight       = 272;
    localparam DispVBackPorch   = 12;
    localparam DispVFrontPorch  = 4;
    localparam DispVPulseWidth  = 10;
    reg [ 9:0]  r_hPeriodCnt;
    reg [ 8:0]  r_vPeriodCnt;
    always @(posedge i_clk or negedge i_res_n) begin
        if (~i_res_n) begin
            r_hPeriodCnt[9:0] <= 10'd0;
            r_vPeriodCnt[8:0] <= 9'd0;
        end else begin
            if (r_hPeriodCnt[9:0] == (DispHPeriodTime - 10'd1)) begin
                r_hPeriodCnt[9:0] <= 10'd0;
            end else begin
                r_hPeriodCnt[9:0] <= r_hPeriodCnt[9:0] + 10'b1;
            end
            if (r_hPeriodCnt[9:0] == (DispHPeriodTime - 10'd1)) begin
                if (r_vPeriodCnt[8:0] == (DispVPeriodTime - 9'd1)) begin
                    r_vPeriodCnt[8:0] <= 9'd0;
                end else begin
                    r_vPeriodCnt[8:0] <= r_vPeriodCnt[8:0] + 9'b1;
                end
            end
        end
    end
    reg         r_hInVisibleArea;
    reg         r_vInVisibleArea;
    always @(posedge i_clk or negedge i_res_n) begin
        if (~i_res_n) begin
            r_hInVisibleArea <= 1'd0;
            r_vInVisibleArea <= 1'd0;
        end else begin
            r_hInVisibleArea <= (r_hPeriodCnt[9:0] == DispHBackPorch)  ? 1'b1 :
                                (r_hPeriodCnt[9:0] == DispHBackPorch + DispWidth) ? 1'b0 : r_hInVisibleArea;
            r_vInVisibleArea <= (r_vPeriodCnt[8:0] == DispVBackPorch)  ? 1'b1 :
                                (r_vPeriodCnt[8:0] == DispVBackPorch + DispHeight) ? 1'b0 : r_vInVisibleArea;
        end
    end
    wire            w_sep_line  = (o_y_cnt[3:0] == 4'd0) && (o_x_cnt[0] == 1'b1);
    wire    [5:0]   w_noteAddr  = o_y_cnt[7:2];
    wire            w_bar       = (o_x_cnt[9:2] == i_note_num[6:0]) ? i_note_en : 1'b0;
    wire            w_bar_r     = w_noteAddr[1:0] == 2'd0 || w_noteAddr[1:0] == 2'd3;
    wire            w_bar_g     = w_noteAddr[1:0] == 2'd1 || w_noteAddr[1:0] == 2'd3;
    wire            w_bar_b     = w_noteAddr[1:0] == 2'd2 || w_noteAddr[1:0] == 2'd3;
    wire    [15:0]  w_lcd_data  = o_y_cnt[8:0] > 9'd256 ? 16'h0000 :     
                                  (w_bar && o_y_cnt[8:0] <= 9'd255) ? {{5{w_bar_r}}, {6{w_bar_g}}, {5{w_bar_b}}} :     
                                  w_sep_line ? 16'hFFFF : 16'h0000;      
    always @(posedge i_clk or negedge i_res_n) begin
        if (~i_res_n) begin
            o_hsync     <= 1'b1;
            o_vsync     <= 1'b1;
            o_de        <= 1'b0;
            o_x_cnt     <= 10'd0;
            o_y_cnt     <= 9'd0;
            o_lcd_data  <= 16'd0;
        end else begin
            o_hsync     <= (r_hPeriodCnt[9:0] < DispHPulseWidth) ? 1'b0 : 1'b1;    
            o_vsync     <= (r_vPeriodCnt[8:0] < DispVPulseWidth) ? 1'b0 : 1'b1;    
            o_de        <= r_hInVisibleArea & r_vInVisibleArea;
            o_x_cnt     <= r_hPeriodCnt - DispHBackPorch;
            o_y_cnt     <= r_vPeriodCnt - DispVBackPorch;
            o_lcd_data  <= w_lcd_data;
        end
    end
    assign o_clk = i_clk;
endmodule
### run.sh
#!/bin/bash
# OpenROAD 26Q1-2900-gdf79404cd8, Yosys 0.63+post, stock flow scripts
make -C /OpenROAD-flow-scripts/flow DESIGN_CONFIG=/design/flow/config.mk WORK_HOME=/design/flow/orfs finish
### config.mk
export PLATFORM = sky130hd
export DESIGN_NAME = LCD_Controller
export DESIGN_NICKNAME = LCD_Controller
export VERILOG_FILES = /design/flow/design.v
export SDC_FILE = /design/flow/constraint.sdc
export NUM_CORES = 4
export LEC_CHECK = 1
export CORE_UTILIZATION = 30
### constraint.sdc
current_design LCD_Controller

set clk_period 3.9
set clk_io_pct 0.2

create_clock -name clk0 -period $clk_period [get_ports {i_clk}]

set non_clock_inputs [all_inputs -no_clocks]
set_input_delay [expr $clk_period * $clk_io_pct] -clock clk0 $non_clock_inputs
set_output_delay [expr $clk_period * $clk_io_pct] -clock clk0 [all_outputs]
==> impl_metrics.yaml <==
# synthesis and place-and-route metrics
status:
  status: "complete, no violations"
synth:
  netlist_instances: 222
  top_cells_by_count: "44 x dfrtp_1, 21 x xnor2_1, 16 x nor2_1"
  yosys.area.top_type: "dfrtp_1"
  async_flop_share: 1.00
  edf_count: 0
  flop_cell: "dfrtp_1"
  yosysUniqueCellTypes: 43
  syn_area_sq_mm: 0.00235
  ys_warn_count: 1
  top_cells_by_area: "dfrtp_1 47%, xnor2_1 7.8%, ha_1 5.3%, buf_4 4.5%, xor2_1 3.3%"
  ys_ff: 46
  avgSynthCellArea_sq_um: 10.6
  ys_seq_frac: 0.490
  yosys_area_sq_mm: 0.00235
  yosysMostFrequentCell: "dfrtp_1"
  ys_cells: 222
  yosys.area.top_type_share: 0.468
critical_path:
  reg2regPathDepth: 5
  reg2reg_from: "r_hPeriodCnt[7]$_DFF_PN0_"
  max_stage_delay_ns: 0.39
  crit_fanout: 2
  cp_slowest_cell: "clkdlybuf4s50_1"
  path_common_cell: "clkbuf_8"
  ff2ff_setup_slack_ns: 1.77
  critPathTopFamily: "buffers and inverters"
  cp-startpoint: "i_clk"
  path_buffers: 3
  crit_required_ns: 3.12
  critical_path_arrival_ns: 2.57
  rr_endpoint: "r_vPeriodCnt[5]$_DFFE_PN0N_"
  path_class: "clock port to primary output"
  crit_end: "o_clk"
  startpoint_type: "clock port"
  cp.depth: 3
  end_kind: "primary output"
  crit_chain: "clkbuf_8 > clkbuf_8 > clkdlybuf4s50_1"
power_and_ir_drop:
  vdd_drop_max_v: 0.000137
  power.leakage_nw: 1.23
  power_density_mw_per_mm2: 299
run:
  maxCapViolCount: 0
  warnings: 32
worst_hold_path:
  hp-class: "input pin to asynchronous set/reset pin"
drt:
  wl_per_cell_microns: 12.3
  ant_nets: 0
  diodes: 0
  drtIter0Drc: 109
  wirelength_mm: 4.42
  drc: 0
  vias_per_cell: 4.58
  vias: 1644
  first_pass_iters: 4
floorplan:
  die_area_sq_mm: 0.00821
  die_h_microns: 90.6
  pin_count: 49
  core_sq_mm: 0.00741
  fp_util: 0.318
  rows: 31
  die_x_microns: 90.6
grt:
  grt.total_usage: 0.119
  grt_overflow: 0
  grt_pass1_wl_mm: 7.71
  grt_pass1_vias: 1572
  grt_max_degree: 47
  antenna_found_initial: 0
timing:
  setup_violations: 0
  worst_pin_slew_ns: 0.574
  finalSetupTns_ns: 0
  finalHoldViolations: 0
  rsz0062_at_grt: "false"
  relSlewSlack: 0.617
  fin_worst_skew_ns: 0.00590
  drv_slew: 0
placement:
  io_buffers: 48
  place_congestion: 0.829
  dpl.hpwl_mm: 3.20
clocking:
  clock_latency_ns: 0.40
  post_cts_resized: 0
  path_clk_slew_ns: 0.08
  cts_hold_buffers: 0
  post_cts_buffers: 0
  cts_tree: "yes"
cells_and_area:
  areaGrowthSynthToFinish_pct: 24.3
  drive_gt1_frac: 0.0885
  utilization: 0.395
-- how the worst min path moves through the flow --
stage / end / slack [ns] / depth (start not counted)
4_1_cts: r_hPeriodCnt[5]$_DFF_PN0_ / 0.47 / 2
5_1_grt: o_x_cnt[8]$_DFF_PN0_ / 0.49 / 2
6_report: o_x_cnt[6]$_DFF_PN0_ / 0.45 / 2
-- logic make-up after synthesis --
group | Yosys count | share of synthesized area
and+or+nand+nor | 75 | 0.177
DFF | 46 | 0.490
buffers and inverters | 34 | 0.0882
xor gates and xnor gates | 30 | 0.112
AOI/OAI and AO/OA | 26 | 0.0755
adders and majority gates | 10 | 0.0531
muxes | 1 | 0.00478
-- power breakdown --
group | internal (mW) | leakage, nW | switching [mW] | total [mW]
sequential | 0.477 | 0.585 | 0 | 0.477
combinational | 0.0107 | 0.570 | 0.0125 | 0.0233
clock | 0.206 | 0.0704 | 0.168 | 0.374
total | 0.693 | 1.23 | 0.180 | 0.874
-- worst register-to-register path: cells and delay by family, from the launching register on --
| kind | cells | cell delay (ns) |
|---|---|---|
| mux | 1 | 0.33 |
| buf+inv | 1 | 0.24 |
| simple gates | 3 | 0.98 |
| flops | 1 | 0.47 |
-- routing by layer --
layer	vias up	share of wire	global-route usage
li1	819	-	-
met1	764	0.48	0.184
met2	55	0.44	0.169
met3	6	0.065	0.0368
met4	0	0.019	0.0242
met5	-	0	0
-- area by class of cell --
class	count	area, sq um
Inverter	11	41.3
Fill cell	715	4480
Timing Repair Buffer	49	480
Sequential cell	46	1150
Clock inverter	2	10.0
Multi-Input combinational cell	142	993
Tap cell	99	124
Clock buffer	10	124
-- cells in the final DEF, fill, tap and decap left out, types with 3 or more instances in the layout --
| cell | count |
|---|---|
| o21ai_0 | 7 |
| nor2_1 | 16 |
| dfrtp_1 | 44 |
| a31oi_1 | 4 |
| clkdlybuf4s50_1 | 47 |
| and4_1 | 4 |
| nand3_1 | 12 |
| clkbuf_8 | 8 |
| xor2_1 | 9 |
| xnor2_1 | 21 |
| nand4_1 | 6 |
| ha_1 | 10 |
| nand2_1 | 12 |
| nor3_1 | 5 |
| nor4_1 | 3 |
| a21oi_1 | 3 |
| and2_1 | 3 |
| a22o_1 | 3 |
| inv_1 | 11 |
-- per-stage QoR --
stage	setup WS [ns]	total power [mW]	hold slack [ns]	cells	instance area, sq um
CTS	0.538	0.891	0.472	359	2930
finish	0.553	0.874	0.452	359	2930
global route	0.529	0.920	0.491	359	2930
floorplan	1.07	0.503	0.420	222	2350
detailed placement	0.803	0.527	0.459	348	2800
global placement	0.803	0.527	0.464	348	2800
-- state kept, by name (all words and copies together) (netlist names), 3 cells and up --
name,flops
o_lcd_data,3
r_vPeriodCnt,9
o_x_cnt,10
r_hPeriodCnt,10
o_y_cnt,9
Power is estimated from default activity; no workload was simulated.
